<file path="flow/run.sh">
#!/bin/bash
# OpenROAD 26Q1-2900-gdf79404cd8, Yosys 0.63+post, stock flow scripts
make -C /OpenROAD-flow-scripts/flow DESIGN_CONFIG=/design/flow/config.mk WORK_HOME=/design/flow/orfs finish
</file>
<file path="flow/config.mk">
export PLATFORM = sky130hd
export DESIGN_NAME = ID_EX_reg
export DESIGN_NICKNAME = ID_EX_reg
export VERILOG_FILES = /design/flow/design.v
export SDC_FILE = /design/flow/constraint.sdc
export NUM_CORES = 4
export LEC_CHECK = 1
export CORE_UTILIZATION = 30
</file>
<file path="flow/constraint.sdc">
current_design ID_EX_reg

set clk_period 1.0
set clk_io_pct 0.2

create_clock -name clk0 -period $clk_period [get_ports {clk}]

set non_clock_inputs [all_inputs -no_clocks]
set_input_delay [expr $clk_period * $clk_io_pct] -clock clk0 $non_clock_inputs
set_output_delay [expr $clk_period * $clk_io_pct] -clock clk0 [all_outputs]
</file>
<file path="flow/design.v">
`timescale 1ns / 1ps
module ID_EX_reg(
		clk,reset,       			 
		stall,
	ALUCode_id,ALUSrcA_id,ALUSrcB_id,RegDst_id,   
	MemWrite_id,MemRead_id,	
	RegWrite_id, 								
	MemToReg_id,		
	Sa_id,         	  		   
	Imm_id,        			   
	RdAddr_id ,RsAddr_id,RtAddr_id,
	RsData_id,RtData_id ,
	ALUCode_ex,ALUSrcA_ex,ALUSrcB_ex,RegDst_ex,         
	MemWrite_ex,MemRead_ex,	  
	RegWrite_ex, 									  	  
	MemToReg_ex, 
	Sa_ex,       
	Imm_ex,
	RdAddr_ex ,RtAddr_ex,RsAddr_ex,
	RsData_ex,RtData_ex
);
	input reset;
	input clk;
	input stall;
	input	[4:0]ALUCode_id ;
	input	ALUSrcA_id ,ALUSrcB_id ; 
	input	 RegDst_id ; 
	input	MemWrite_id ; 
	input	MemRead_id ; 
	input	RegWrite_id ; 
	input	MemToReg_id ; 
	input	[31:0]Sa_id ; 
	input	[31:0]Imm_id ; 	
	input	[4:0]RdAddr_id ,RsAddr_id,RtAddr_id; 
	input	[31:0]RsData_id,RtData_id ; 
	output reg	[4:0]ALUCode_ex ;
	output reg	ALUSrcA_ex ,ALUSrcB_ex ; 
	output reg	RegDst_ex ; 
	output reg	MemWrite_ex ; 
	output reg	MemRead_ex ; 
	output reg	RegWrite_ex ; 
	output reg	MemToReg_ex ; 
	output reg	[31:0]Sa_ex ; 
	output reg	[31:0]Imm_ex ; 
	output reg	[4:0]RdAddr_ex ,RtAddr_ex,RsAddr_ex; 	
	output reg	[31:0]RsData_ex,RtData_ex ; 
	always @(posedge clk ) 
	begin
		if (reset)
		begin
			ALUCode_ex <= 5'b0;
			ALUSrcA_ex <=  1'b0;
			ALUSrcB_ex <= 1'b0;
			RegDst_ex <= 1'b0;
			MemWrite_ex <= 1'b0;
			MemRead_ex <= 1'b0;
			RegWrite_ex <= 1'b0;
			MemToReg_ex <= 1'b0;
			Sa_ex <= 32'b0;
			Imm_ex <= 32'b0;
			RdAddr_ex <= 5'b0;
			RtAddr_ex<= 5'b0;
			RsAddr_ex<=  5'b0;
			RsData_ex<= 32'b0;
			RtData_ex <= 32'b0;     
		end 
		else 	if (stall)
		begin
			ALUCode_ex <= 5'b0;
			ALUSrcA_ex <=  1'b0;
			ALUSrcB_ex <= 1'b0;
			RegDst_ex <= 1'b0;
			MemWrite_ex <= 1'b0;
			MemRead_ex <= 1'b0;
			RegWrite_ex <= 1'b0;
			MemToReg_ex <= 1'b0;
			Sa_ex <= 32'b0;
			Imm_ex <= 32'b0;
			RdAddr_ex <= 5'b0;
			RtAddr_ex<= 5'b0;
			RsAddr_ex<=  5'b0;
			RsData_ex<= 32'b0;
			RtData_ex <= 32'b0;     
		end
		else
		begin
			ALUCode_ex <= ALUCode_id;
			ALUSrcA_ex <=  ALUSrcA_id;
			ALUSrcB_ex <= ALUSrcB_id;
			 RegDst_ex <= RegDst_id;
			MemWrite_ex <= MemWrite_id;
			MemRead_ex <= MemRead_id;
			RegWrite_ex <= RegWrite_id;
			MemToReg_ex <= MemToReg_id;
			Sa_ex <= Sa_id;
			Imm_ex <= Imm_id;
			RdAddr_ex <= RdAddr_id;
			RtAddr_ex<= RtAddr_id;
			RsAddr_ex<=  RsAddr_id;
			RsData_ex<= RsData_id;
			RtData_ex <= RtData_id; 
		end
	end
endmodule
</file>
==> impl_metrics.tcl <==
# metrics dict for downstream scripts
set metrics [dict create \
    clock-sinks 155 \
    antenna_found_initial 0 \
    ys_cells 344 \
    hold_end "Imm_ex[28]" \
    crit_cells 1 \
    grt_pass1_vias 3725 \
    async_flop_share 0 \
    cpMaxStageDelayCell "dfxtp_2" \
    grt_setup_unrepaired "true" \
    overflow 0 \
    port_buffers 312 \
    p_total_mw 13.9 \
    place_area_um2 7920 \
    clock.fmax_mhz 963 \
    fin_area_um2 7760 \
    row_count 45 \
    ctsHtreeMaxLevel 4 \
    syn_inst 344 \
    synth.area.top_cells "dfxtp_1, nor3b_1, buf_6" \
    synth_top_area_share 0.657 \
    finalMaxSlewViolations 0 \
    crit_fanout 1 \
    die-height_um 127 \
    tightest_slew_ns 0.237 \
    ys_warn_count 1 \
    syn_area_um2 4720 \
    num_io_pins 313 \
    crit_arrival_ns 0.84 \
    postSynthSeqShare 0.657 \
    num_vias 3681 \
    path_cells "buf_2" \
    finalCritPeriodShare 1.04 \
    flop_cell "dfxtp_1" \
    grt_use_total 0.168 \
    postCtsSetupBuffers 0 \
    slowest_delay_ns 0.33 \
    crit_required_ns 0.80 \
    yosysMostFrequentCell "dfxtp_1" \
    timing_worst_setup_path_type "flop to primary output" \
    ctsHoldBuffers 0 \
    cp_top_family "flip-flops" \
    violations "negative setup slack" \
    slew_headroom 0.842 \
    cts_tree "done" \
    grt_max_degree 47 \
    setup_slack_ns -0.0387 \
    drc 0 \
    drtIter0Drc 128 \
    place_ws_ns -0.0473 \
    wirelength_um 13500 \
    hold_viol_final 0 \
    via_per_inst 4.17 \
    syn_area_per_cell_um2 13.7 \
    pwr-share-comb 0.096 \
    drtAntennaViolNets 0 \
    coreArea_um2 15300 \
    power_density_nw_per_um2 1790 \
    status "finished, violations left" \
    setup.worst_path.start_class "flop" \
    drive_gt1_frac 0.360 \
    switching_share 0.208 \
    p_sw_mw 2.88 \
    finalSetupViolCount 124 \
    wl_per_cell_um 15.3 \
    clk_pin_slew_ns 0.06 \
    fin_hold_ws_ns 0.198 \
    synth_chip_area_um2 4720 \
    yosysTopAreaCell "dfxtp_1" \
    vdd_ir_drop_max_v 0.00144 \
    numCtsBuffers 17 \
    synthTopCellsByCount "dfxtp_1, nor3b_1, buf_6" \
    dr.pass1.iters 4 \
    holdPathStages 3 \
    floorplan.core_util 0.309 \
    die_x_um 127 \
    cap_viol_max_count 0 \
    dpl.hpwl_um 9920 \
    seqPwrFrac 0.468 \
    crit_buf_inv 1 \
    warnings 27 \
    grt_pass1_wl_um 20400 \
    root_buffer "clkbuf_16" \
    ys_ff 155 \
    clkPwrFrac 0.436 \
    synth_cell_types 5 \
    p_leak_nw 3.32 \
    routabilityCongestion 0.803 \
    cp-end-kind "primary output" \
    n_antenna_cell 0 \
    cts.path.max_buffers 2 \
    hold_start "stall" \
    fin_crit_ns 1.04 \
    edf_count 0 \
    p_int_mw 11.0 \
    hold_class "primary input to flop" \
    area_growth_pct 64.5 \
    dieArea_um2 16200 \
]
## through the flow
step | TNS (ns) | utilization | std cells
3_5_place_dp | -0.129 | 0.519 | 851
6_report | -1.30 | 0.509 | 883
2_1_floorplan | 0 | - | 344
3_3_place_gp | -0.188 | 0.519 | 851
4_1_cts | -5.05 | 0.508 | 883
5_1_grt | -8.78 | 0.509 | 883
## layer usage
| metal | vias to the layer above | track usage | share of wire |
|---|---|---|---|
| met3 | 7 | 0.0725 | 0.11 |
| met2 | 180 | 0.276 | 0.48 |
| met1 | 1692 | 0.214 | 0.40 |
| met5 | - | 0 | 0 |
| met4 | 0 | 0.0182 | 0.010 |
| li1 | 1802 | - | - |
## placed cells by master (no fill, tap or decap)
master | Yosys | layout
buf_4 | 0 | 12
clkinvlp_4 | 0 | 2
clkinv_2 | 0 | 4
clkbuf_16 | 0 | 17
clkdlybuf4s50_1 | 0 | 155
nor3b_1 | 147 | 147
inv_6 | 0 | 1
buf_12 | 0 | 8
clkinv_4 | 0 | 2
nor3b_2 | 8 | 8
buf_2 | 0 | 153
bufinv_16 | 0 | 1
dfxtp_2 | 0 | 29
clkbuf_8 | 12 | 3
dfxtp_1 | 155 | 126
clkbuf_1 | 0 | 2
buf_6 | 22 | 2
## sequential cells by signal (all words and copies together), names as in the netlist
name         cells
Imm_ex          32
RsData_ex       32
RtData_ex       32
Sa_ex           32
ALUCode_ex       5
RdAddr_ex        5
RsAddr_ex        5
RtAddr_ex        5
ALUSrcA_ex       1
ALUSrcB_ex       1
MemRead_ex       1
MemToReg_ex      1
MemWrite_ex      1
RegDst_ex        1
RegWrite_ex      1
## worst max-delay path by stage
stage	start	endpoint	slack (ns)
4_1_cts	RsData_ex[3]	RsData_ex[3]	-0.07
5_1_grt	RtData_ex[14]	RtData_ex[14]	-0.08
6_report	ALUCode_ex[4]	ALUCode_ex[4]	-0.04
## layout make-up
type | instances | area [µm²]
fillers | 1358 | 7500
flip-flops and latches | 155 | 3140
repair buffers | 330 | 2590
multi-input cells | 155 | 1200
clock buffers | 22 | 474
well taps | 211 | 264
clock inverters | 10 | 91.3
## cells by family (layout without fill, tap and decap cells)
logic type / Yosys count / in the layout / share of synthesized area
DFF: 155 / 155 / 0.657
buffers and inverters: 34 / 362 / 0.0875
and+or+nand+nor: 155 / 155 / 0.255
## power groups by stage
stage	clock, mW	combinational [mW]	sequential [mW]
after CTS	6.25	1.34	6.49
after global routing	6.56	1.44	6.51
final	6.05	1.32	6.49
## timing repair
item / CTS / global route
setup endpoints to repair: 155 / 155
gates resized: 511 / 11
pin swaps: 0 / 0
No activity file was given, so power comes from the tool's default toggle rates.
